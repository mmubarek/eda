### ./config.mk
export PLATFORM = sky130hd
export DESIGN_NAME = uart_tx
export DESIGN_NICKNAME = uart_tx
export VERILOG_FILES = /design/flow/design.v
export SDC_FILE = /design/flow/constraint.sdc
export NUM_CORES = 4
export LEC_CHECK = 1
export CORE_AREA = 10 10 99 99
export DIE_AREA = 0 0 109 109
### ./constraint.sdc
current_design uart_tx

set clk_period 2.6
set clk_io_pct 0.2

create_clock -name clk0 -period $clk_period [get_ports {clk}]

set non_clock_inputs [all_inputs -no_clocks]
set_input_delay [expr $clk_period * $clk_io_pct] -clock clk0 $non_clock_inputs
set_output_delay [expr $clk_period * $clk_io_pct] -clock clk0 [all_outputs]
### ./design.v
package RISC_ISA_pkg;
  parameter INSTR_WIDTH = 32;
  parameter DATA_WIDTH = 32;
  parameter ADDR_WIDTH = 32;
  parameter REG_ADDR_WIDTH = 5;
  parameter REG_COUNT = 32;
  localparam OP_R_TYPE = 7'b0110011;
  localparam OP_I_TYPE_ARITH = 7'b0010011;
  localparam OP_LOAD = 7'b0000011;
  localparam OP_STORE = 7'b0100011;
  localparam OP_BRANCH = 7'b1100011;
  localparam FUNCT3_ADD_SUB_ADDI = 3'b000;
  localparam FUNCT3_LW_SW = 3'b010;
  localparam FUNCT3_BEQ = 3'b000;
  localparam FUNCT7_ADD = 7'b0000000;
  localparam FUNCT7_SUB = 7'b0100000;
  localparam ALU_ADD = 3'b000;
  localparam ALU_SUB = 3'b001;
  localparam ALU_PASS_B = 3'b010;
  localparam ALU_EQ_CHECK = 3'b011;
  localparam PC_SRC_INC = 2'b00;
  localparam PC_SRC_BRANCH = 2'b01;
  localparam ALU_SRC_A_REG = 1'b0;
  localparam ALU_SRC_A_PC = 1'b1;
  localparam ALU_SRC_B_REG = 1'b0;
  localparam ALU_SRC_B_IMM = 1'b1;
  localparam IMM_TYPE_I = 2'b00;
  localparam IMM_TYPE_S = 2'b01;
  localparam IMM_TYPE_B = 2'b10;
  localparam WB_SRC_ALU = 2'b00;
  localparam WB_SRC_MEM = 2'b01;
endpackage
module uart_tx #(
    parameter CLKS_PER_BIT = 434,  
    parameter DEBUG_UART = 0       
)
(
    input  logic clk,
    input  logic rst,
    input  logic [7:0] i_tx_data,
    input  logic i_tx_dv,
    output logic o_tx_active,
    output logic o_tx_serial
);
    typedef enum logic [3:0] {
        IDLE,
        TX_START_BIT,
        TX_DATA_BITS,
        TX_STOP_BIT
    } state_t;
    state_t state_r, state_n;
    logic [9:0] clk_counter_r, clk_counter_n;  
    logic [2:0] bit_index_r, bit_index_n;
    logic [7:0] tx_data_r, tx_data_n;
    always_ff @(posedge clk) begin
        if (rst) begin
            state_r <= IDLE;
            clk_counter_r <= '0;
            bit_index_r <= '0;
            tx_data_r <= '0;
        end else begin
            state_r <= state_n;
            clk_counter_r <= clk_counter_n;
            bit_index_r <= bit_index_n;
            tx_data_r <= tx_data_n;
        end
    end
    always_comb begin
        state_n = state_r;
        clk_counter_n = clk_counter_r;
        bit_index_n = bit_index_r;
        tx_data_n = tx_data_r;
        o_tx_active = (state_r != IDLE);
        o_tx_serial = 1'b1;  
        case (state_r)
            IDLE: begin
                if (i_tx_dv) begin
                    state_n = TX_START_BIT;
                    clk_counter_n = '0;
                    tx_data_n = i_tx_data;
                end
            end
            TX_START_BIT: begin
                o_tx_serial = 1'b0;
                if (clk_counter_r == (CLKS_PER_BIT - 1)) begin
                    state_n = TX_DATA_BITS;
                    clk_counter_n = '0;
                    bit_index_n = '0;
                end else begin
                    clk_counter_n = clk_counter_r + 1'b1;
                end
            end
            TX_DATA_BITS: begin
                o_tx_serial = tx_data_r[bit_index_r];
                if (clk_counter_r == (CLKS_PER_BIT - 1)) begin
                    if (DEBUG_UART) $display("[%0t] TX: Sending bit %d, value %b from tx_data_r=0x%h", $time, bit_index_r, tx_data_r[bit_index_r], tx_data_r);
                    clk_counter_n = '0;
                    if (bit_index_r == 3'd7) begin
                        state_n = TX_STOP_BIT;
                    end else begin
                        state_n = TX_DATA_BITS;
                        bit_index_n = bit_index_r + 1'b1;
                    end
                end else begin
                    clk_counter_n = clk_counter_r + 1'b1;
                end
            end
            TX_STOP_BIT: begin
                o_tx_serial = 1'b1;
                if (clk_counter_r == (CLKS_PER_BIT - 1)) begin
                    state_n = IDLE;
                end else begin
                    clk_counter_n = clk_counter_r + 1'b1;
                end
            end
            default: begin
                state_n = IDLE;
            end
        endcase
    end
endmodule
### ./run.sh
#!/bin/bash
# OpenROAD 26Q1-2900-gdf79404cd8, Yosys 0.63+post, stock flow scripts
make -C /OpenROAD-flow-scripts/flow DESIGN_CONFIG=/design/flow/config.mk WORK_HOME=/design/flow/orfs finish
==> impl_metrics.prom <==
# HELP chip_impl_metric Flow report values
# TYPE chip_impl_metric gauge
chip_impl_info{name="status",value="finished clean"} 1
chip_impl_metric{name="layout-drive-gt1-share",unit=""} 0.0949
chip_impl_metric{name="fp-utilization",unit=""} 0.165
chip_impl_metric{name="first_global_vias",unit=""} 1021
chip_impl_metric{name="io_buffer_count",unit=""} 12
chip_impl_metric{name="yosys_warnings",unit=""} 1
chip_impl_metric{name="synth_async_sr_flop_share",unit=""} 0
chip_impl_metric{name="fin_worst_skew",unit="ns"} 0.00932
chip_impl_info{name="critPathCaptureType",value="output port"} 1
chip_impl_metric{name="yosys_cells",unit=""} 147
chip_impl_metric{name="static-leakage-power",unit="nW"} 0.489
chip_impl_metric{name="power.ir.vdd_worst",unit="V"} 0.000434
chip_impl_metric{name="power.density",unit="nW/µm²"} 744
chip_impl_info{name="ys_dominant_reg_cell",value="sky130_fd_sc_hd__dfxtp_1"} 1
chip_impl_info{name="setup_repair_after_global_routing_missed_its_margin",value="false"} 1
chip_impl_metric{name="crit_path_max_fanout",unit=""} 6
chip_impl_metric{name="ys_seq_frac",unit=""} 0.360
chip_impl_metric{name="period_needed",unit="ns"} 2.38
chip_impl_metric{name="global_placement_routability_congestion",unit=""} 0.836
chip_impl_info{name="yosys-dominant-comb-family",value="simple AND/OR/NAND/NOR gates"} 1
chip_impl_metric{name="global_route.overflow_total",unit=""} 0
chip_impl_metric{name="rows",unit=""} 32
chip_impl_metric{name="ys.flops",unit=""} 23
chip_impl_metric{name="final.setup.tns",unit="ns"} 0
chip_impl_metric{name="maxSlewHeadroom",unit=""} 0.655
chip_impl_metric{name="worstPathRequired",unit="ns"} 2.08
chip_impl_metric{name="vias_per_cell",unit=""} 4.18
chip_impl_metric{name="cts_num_sinks",unit=""} 23
chip_impl_metric{name="drtPass1Iterations",unit=""} 4
chip_impl_metric{name="floorplan.die_area",unit="µm²"} 11900
chip_impl_metric{name="setup_slack_on_the_worst_flop_to_flop_path",unit="ns"} 0.45
chip_impl_metric{name="cts.clk_slew.worst_paths",unit="ns"} 0.09
chip_impl_metric{name="postLayoutCoreUtil",unit=""} 0.201
chip_impl_metric{name="max_slew.worst_pin.slew",unit="ns"} 0.516
chip_impl_metric{name="postRouteAntennaNets",unit=""} 0
chip_impl_metric{name="min_period_over_period",unit=""} 0.915
chip_impl_metric{name="maxClockFrequency",unit="MHz"} 420
chip_impl_info{name="worst_hold_path_type",value="flip-flop to flip-flop"} 1
chip_impl_metric{name="post_synth_mux_area_share",unit=""} 0.0509
chip_impl_info{name="r2r_start",value="clk_counter_r[5]"} 1
chip_impl_metric{name="post_synth_and_or_nand_nor_area_fraction",unit=""} 0.239
chip_impl_metric{name="post_drt_wl_per_cell",unit="µm"} 10.7
chip_impl_metric{name="chipWidth",unit="µm"} 109
chip_impl_metric{name="power.share.sequential",unit=""} 0.368
chip_impl_metric{name="timing_max_transition_violations_final",unit=""} 0
chip_impl_metric{name="log.warning_count",unit=""} 29
chip_impl_metric{name="maxCapViolations",unit=""} 0
chip_impl_metric{name="xor_share",unit=""} 0.0343
chip_impl_metric{name="cts_inserted_buffers",unit=""} 3
chip_impl_metric{name="insertedDiodeCount",unit=""} 0
chip_impl_metric{name="setup_viol",unit=""} 0
chip_impl_metric{name="yosysChipArea",unit="µm²"} 1280
chip_impl_info{name="synth_top_area_cells",value="sky130_fd_sc_hd__dfxtp_1 36%, sky130_fd_sc_hd__ha_1 7.8%, sky130_fd_sc_hd__nand2_1 5.9%"} 1
chip_impl_info{name="worst_r2r_endpoint",value="clk_counter_r[5]"} 1
chip_impl_metric{name="cp.arrival",unit="ns"} 1.86
chip_impl_metric{name="coreArea",unit="µm²"} 7730
chip_impl_info{name="top_cells_by_count",value="23 x sky130_fd_sc_hd__dfxtp_1, 20 x sky130_fd_sc_hd__nand2_1, 12 x sky130_fd_sc_hd__a21oi_1"} 1
chip_impl_info{name="post-synth-top-count-cell",value="sky130_fd_sc_hd__dfxtp_1"} 1
chip_impl_metric{name="detailroute.via_count",unit=""} 1086
chip_impl_info{name="cp-endpoint",value="o_tx_serial"} 1
chip_impl_metric{name="residual_drc",unit=""} 0
chip_impl_metric{name="post-cts-setup-buffers",unit=""} 0
chip_impl_info{name="tritoncts",value="yes"} 1
chip_impl_metric{name="worst_skew_pair.late_latency",unit="ns"} 0.27
chip_impl_metric{name="grt_start_max_net_pins",unit=""} 16
chip_impl_metric{name="die-height",unit="µm"} 109
chip_impl_metric{name="edff_count_synth",unit=""} 0
chip_impl_metric{name="drtIter0Drc",unit=""} 28
chip_impl_metric{name="yosys.area.top_type_share",unit=""} 0.360
chip_impl_info{name="crit_start",value="bit_index_r[0]"} 1
chip_impl_metric{name="synthCells",unit=""} 147
chip_impl_metric{name="mappedNetlistArea",unit="µm²"} 1280
chip_impl_metric{name="post_synth_ao_oa_area_fraction",unit=""} 0.204
chip_impl_metric{name="hold_viol_final",unit=""} 0
chip_impl_metric{name="post_synth_num_cell_types",unit=""} 39
chip_impl_metric{name="post-dp-hpwl",unit="mm"} 2.09
chip_impl_metric{name="cts.path.max_buffers",unit=""} 2
chip_impl_metric{name="r2r_cells",unit=""} 4
chip_impl_metric{name="number_of_antenna_violations_at_the_first_check_in_global_routing",unit=""} 0
chip_impl_metric{name="grt_first_pass_wirelength",unit="mm"} 4.71
chip_impl_metric{name="grt_use_total",unit=""} 0.0464
chip_impl_info{name="setup.worst_path.start_class",value="flip-flop"} 1
chip_impl_info{name="yosysTopAreaCell",value="sky130_fd_sc_hd__dfxtp_1"} 1
chip_impl_metric{name="postSynthAreaPerCell",unit="µm²"} 8.69
chip_impl_metric{name="ios",unit=""} 13
chip_impl_info{name="clock-root-buffer",value="sky130_fd_sc_hd__clkbuf_8"} 1
chip_impl_metric{name="share_clk_of_total_power",unit=""} 0.194
chip_impl_metric{name="wirelength",unit="mm"} 2.78
chip_impl_metric{name="power.internal",unit="W"} 0.000730
chip_impl_metric{name="power_switching_share",unit=""} 0.369
chip_impl_metric{name="number_of_h_tree_levels",unit=""} 1
chip_impl_metric{name="switchingPower",unit="W"} 0.000428
chip_impl_metric{name="share_of_synthesized_cell_area_in_full_adder_half_adder_and_majority_cells",unit=""} 0.0784
chip_impl_metric{name="comb_power_share",unit=""} 0.438
chip_impl_info{name="setup.worst_path.class",value="flip-flop to output port"} 1
chip_impl_metric{name="area_delta_synth_final",unit="%"} 21.8
## worst max-delay path, stage by stage (launching register included)
cell and delay [ns]:
sky130_fd_sc_hd__dfxtp_2 0.40, sky130_fd_sc_hd__mux4_2 0.50, sky130_fd_sc_hd__mux2i_1 0.17, sky130_fd_sc_hd__mux2i_1 0.10, sky130_fd_sc_hd__clkdlybuf4s50_1 0.43
## layer usage
layer / wire length [µm] / vias to the layer above / share of wire / global-route usage
li1: - / 556 / - / -
met1: 1400 / 506 / 0.51 / 0.0680
met2: 1230 / 18 / 0.44 / 0.0698
met3: 59 / 6 / 0.021 / 0.00538
met4: 84 / 0 / 0.030 / 0.0141
met5: 0 / - / 0 / 0
## registers in the layout (all words and copies together), names as in the netlist
register and cells:
tx_data_r 8, clk_counter_r 10, state_r 2, bit_index_r 3
## layout by cell type, fill, tap and decap left out, drive strengths merged, types with 3 or more instances in the layout
cell | netlist | routed
nand2 | 20 | 20
o31ai | 3 | 3
nand4 | 5 | 5
clkbuf | 4 | 3
nor2 | 9 | 9
or3 | 5 | 5
nand2b | 4 | 4
ha | 8 | 8
a21oi | 15 | 15
a31oi | 3 | 3
xnor2 | 3 | 3
o211ai | 3 | 3
inv | 5 | 5
dfxtp | 23 | 23
clkdlybuf4s50 | 0 | 12
o21ai | 6 | 6
## logic make-up (layout without fill, tap and decap cells)
logic type | Yosys count | after routing
fa+ha+maj | 8 | 8
compound gates | 38 | 38
simple gates | 58 | 58
buf+inv | 11 | 22
xor+xnor | 5 | 5
mux | 4 | 4
flops | 23 | 23
## worst min-delay path by stage
stage / from / endpoint / slack (ns) / cells past startpoint
finish: tx_data_r[2] / tx_data_r[2] / 0.46 / 2
global route: tx_data_r[2] / tx_data_r[2] / 0.48 / 2
CTS: tx_data_r[2] / tx_data_r[2] / 0.46 / 2
## power by group through the flow
| stage | registers (W) | logic (W) | clock network, W |
|---|---|---|---|
| finish | 0.000426 | 0.000508 | 0.000224 |
| global route | 0.000432 | 0.000566 | 0.000246 |
| CTS | 0.000426 | 0.000515 | 0.000235 |
## stage by stage
step                total power (W)  hold slack, ns  worst slack (ns)  area [µm²]  instances
floorplan                  0.000777           0.433             0.656        1280        147
global placement           0.000946           0.448             0.337        1510        256
detailed placement         0.000944           0.446             0.314        1510        256
CTS                         0.00118           0.458             0.123        1560        260
global route                0.00124           0.475            0.0714        1560        260
finish                      0.00116           0.456             0.221        1560        260
## final cells by class
cell class / count / area (µm²)
Timing Repair Buffer: 13 / 128
Inverter: 5 / 18.8
Multi-Input combinational cell: 113 / 774
Clock buffer: 3 / 41.3
Tap cell: 102 / 128
Sequential cell: 23 / 462
Fill cell: 852 / 6170
Clock inverter: 1 / 5.00
## timing repair
action / in CTS / in global routing
hold buffers: 0 / 0
gates resized: 0 / 1
setup endpoints to repair: 0 / 1
No activity file was given, so power comes from the tool's default toggle rates.
