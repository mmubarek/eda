## /design/flow/design.v

```verilog
package RISC_ISA_pkg;
  parameter INSTR_WIDTH = 32;
  parameter DATA_WIDTH = 32;
  parameter ADDR_WIDTH = 32;
  parameter REG_ADDR_WIDTH = 5;
  parameter REG_COUNT = 32;
  localparam OP_R_TYPE = 7'b0110011;
  localparam OP_I_TYPE_ARITH = 7'b0010011;
  localparam OP_LOAD = 7'b0000011;
  localparam OP_STORE = 7'b0100011;
  localparam OP_BRANCH = 7'b1100011;
  localparam FUNCT3_ADD_SUB_ADDI = 3'b000;
  localparam FUNCT3_LW_SW = 3'b010;
  localparam FUNCT3_BEQ = 3'b000;
  localparam FUNCT7_ADD = 7'b0000000;
  localparam FUNCT7_SUB = 7'b0100000;
  localparam ALU_ADD = 3'b000;
  localparam ALU_SUB = 3'b001;
  localparam ALU_PASS_B = 3'b010;
  localparam ALU_EQ_CHECK = 3'b011;
  localparam PC_SRC_INC = 2'b00;
  localparam PC_SRC_BRANCH = 2'b01;
  localparam ALU_SRC_A_REG = 1'b0;
  localparam ALU_SRC_A_PC = 1'b1;
  localparam ALU_SRC_B_REG = 1'b0;
  localparam ALU_SRC_B_IMM = 1'b1;
  localparam IMM_TYPE_I = 2'b00;
  localparam IMM_TYPE_S = 2'b01;
  localparam IMM_TYPE_B = 2'b10;
  localparam WB_SRC_ALU = 2'b00;
  localparam WB_SRC_MEM = 2'b01;
endpackage
module uart_rx #(
    parameter CLKS_PER_BIT = 434,
    parameter DEBUG_UART = 0,
    parameter SYNC_DELAY_CLKS = 2
)
(
    input  logic clk,
    input  logic rst,
    input  logic i_rx_serial,
    output logic [7:0] o_rx_data,
    output logic o_rx_dv
);
    localparam HALF_BIT_WAIT = CLKS_PER_BIT / 2;   
    localparam FULL_BIT_WAIT = CLKS_PER_BIT - 1;   
    typedef enum logic [1:0] { IDLE, SYNC, DATA, STOP } state_t;
    state_t state_r, prev_state_r;
    logic [15:0] clk_count_r;
    logic [2:0]  bit_count_r;
    logic [7:0]  data_r;
    logic        o_rx_dv_reg;
    assign o_rx_data = data_r;
    assign o_rx_dv = o_rx_dv_reg;
    always_ff @(posedge clk) begin
        if (rst) begin
            state_r <= IDLE;
            prev_state_r <= IDLE;
            clk_count_r <= 0;
            bit_count_r <= 0;
            data_r <= 0;
            o_rx_dv_reg <= 0;
        end else begin
            prev_state_r <= state_r;
            o_rx_dv_reg <= 0;   
            case (state_r)
                IDLE: begin
                    if (~i_rx_serial) begin   
                        state_r <= SYNC;
                        clk_count_r <= 0;
                        data_r <= 0;   
                    end
                end
                SYNC: begin
                    if (clk_count_r == (HALF_BIT_WAIT - 1)) begin
                        if (~i_rx_serial) begin
                            state_r <= DATA;
                            clk_count_r <= 0;
                            bit_count_r <= 0;
                        end else begin
                            state_r <= IDLE;
                        end
                    end else begin
                        clk_count_r <= clk_count_r + 1'b1;
                    end
                end
                DATA: begin
                    if (clk_count_r == (FULL_BIT_WAIT)) begin
                        data_r[bit_count_r] <= i_rx_serial;
                        clk_count_r <= 0;
                        if (bit_count_r == 3'd7) begin
                            state_r <= STOP;
                        end else begin
                            bit_count_r <= bit_count_r + 1'b1;
                        end
                        if (DEBUG_UART) begin
                            $display("[%0t] RX: Sampled bit %0d = %0b (data_r=0x%0h)", 
                                     $time, bit_count_r, i_rx_serial, data_r);
                        end
                    end else begin
                        clk_count_r <= clk_count_r + 1'b1;
                    end
                end
                STOP: begin
                    if (clk_count_r == (FULL_BIT_WAIT)) begin
                        clk_count_r <= 0;
                        o_rx_dv_reg <= 1;   
                        state_r <= IDLE;
                        if (DEBUG_UART) begin
                            $display("[%0t] RX: STOP state, o_rx_dv_reg asserted, data=0x%h", 
                                     $time, data_r);
                        end
                    end else begin
                        clk_count_r <= clk_count_r + 1'b1;
                    end
                end
                default: state_r <= IDLE;
            endcase
        end
    end
endmodule
```

## /design/flow/run.sh

```bash
#!/bin/bash
# OpenROAD 26Q1-2900-gdf79404cd8, Yosys 0.63+post, stock flow scripts
make -C /OpenROAD-flow-scripts/flow DESIGN_CONFIG=/design/flow/config.mk WORK_HOME=/design/flow/orfs finish
```

## /design/flow/config.mk

```make
export PLATFORM = sky130hd
export DESIGN_NAME = uart_rx
export DESIGN_NICKNAME = uart_rx
export VERILOG_FILES = /design/flow/design.v
export SDC_FILE = /design/flow/constraint.sdc
export NUM_CORES = 4
export LEC_CHECK = 1
export CORE_UTILIZATION = 30
```

## /design/flow/constraint.sdc

```tcl
current_design uart_rx

set clk_period 3.1
set clk_io_pct 0.2

create_clock -name clk0 -period $clk_period [get_ports {clk}]

set non_clock_inputs [all_inputs -no_clocks]
set_input_delay [expr $clk_period * $clk_io_pct] -clock clk0 $non_clock_inputs
set_output_delay [expr $clk_period * $clk_io_pct] -clock clk0 [all_outputs]
```

==> notes.md <==
After clock tree synthesis, the setup repair step added 0 buffers. Per the synth stats, the flop cell with the highest instance count is sky130_fd_sc_hd__dfxtp_1. The total overflow left after global routing is 0. The CTS H-tree depth was 2. Via count of the first global-routing pass: 1504.

In this run the critical path is formed by inv_1 -> ha_1 -> or4bb_1 -> or4_1 -> o21ai_0 -> and2b_1 -> a221o_1. The run gives 80.7 um for the horizontal die dimension. Clock root buffer: sky130_fd_sc_hd__clkbuf_8. Entering global routing, the biggest net connects 19 pins. Summing the areas of all and, or, nand and nor instances in the mapped netlist gives 31.7% of the synthesized area. The number of different library cells used by synthesis comes to 47. Dividing the final minimum period by the clock period gives 85.4%. The logs give 2.76 mm for the half-perimeter wire length of the detailed placement result and 13.1% for the global router's overall resource usage. Top-level I/O count: 12.

In this run the mean area of a mapped cell was 8.22 um2. The run gives 0 as the total of max-cap violations. The initial utilization of the core area, before any placement, comes to 31.2%.

The placement summary gives the final routability congestion estimate as 0.792. The run gives 0.51 ns for the highest cell delay on the worst timing path. The worst min-delay path startpoint is data_r[2]. For the worst flop-to-flop path, the logic depth is 7. More flip-flops sit in one register than any other, and that register is clk_count_r. In the routed netlist, the antenna diode instances number 0. By instance count after routing, the leading logic cell type is sky130_fd_sc_hd__dfxtp_1.

With the area growth from synthesis to layout at 14.3%, the largest fanout of any net on the critical path is 15. The worst-case reg-to-reg setup slack stands at 0.45 ns. In the final layout, flip-flops and latches occupy 641 um2. The skew report gives the latency at the later pin of the worst-skew pair as 0.28 ns. The synthesized netlist has a Yosys-reported chip area of 1860 um2. The number of placement rows came out at 28. The share of synthesized cell area in full adder, half adder and majority cells is 5.39%, and the filler cell count in the final layout is 633. The first global-routing pass estimated 6.78 mm of wire. With the worst setup skew after layout at 0.00616 ns, the clock sink total is 32. The endpoint required time on the critical path came out at 3.33 ns. The transition time recorded at the tightest slew-check pin is 0.575 ns.

The analysis attributes to cell leakage a power of 0.779 nW. Summing over every cut layer, the via total after detailed routing is 1672. The final timing report derives a shortest allowable period of 2.65 ns. The xor/xnor share of the synthesized area works out to 1.89%.

The layout summary lists the proportion of cells stronger than drive strength 1 as 7.98%. Setup repair after global routing left no endpoint under its margin. The die height is 80.7 um. Start point of the critical path: clk_count_r[0]. The run gives 88 for the DRC marker count from the first detailed-route iteration.

The TritonCTS buffer count is 5. TritonCTS built the clock tree. The area taken by multi-input combinational cells is reported as 1130 um2.

After synthesis the cells add up to 1860 um2. The final max-slew violation count recorded for this run is 0. The number of cells in the yosys synthesis report is 226. In this run the critical register-to-register path is launched from clk_count_r[0]. On the critical path, the stage with the largest delay is an instance of sky130_fd_sc_hd__or4bb_1. The run finished with clean final reports. The logs give 61.3% for the headroom to the max-slew limit and 226 for the cell count after synthesis. The initial antenna violation count was 0; the detailed-routing iteration count for the pre-antenna-repair pass was 4. The detail route stage leaves a number of antenna-violating nets equal to 0. The setup-violating endpoint count in the final report is 0.

Using the TritonRoute via totals, the vias-per-cell ratio works out to 5.34. The sort of element at the start of the critical path was a flip-flop. Number of I/O port buffers: 11.

The run gives 2 for the hold-critical path depth. According to the floorplan report, the placeable core area is 5960 um2. The classification of the worst setup path was reg -> reg.

The largest registers in the layout are clk_count_r: 16 flops, data_r: 8 flops, state_r: 4 flops. Complex-gate fraction of the synthesized area: 22.0%. With the number of enable flip-flop cells at 0, the aggregate routed wire length is 3.94 mm. The number of gates resized after CTS is 0, and the total of hold buffers inserted after clock tree synthesis is 0.

The highest clock rate this design can be run at is 0.378 GHz. The worst register-to-register path ends at clk_count_r[5]. The share of async-settable or async-resettable flops after synthesis was 0%. Setup total negative slack on the finished layout was measured at 0 ns. The worst setup path is captured at a flip-flop.

The number of warnings printed during yosys synthesis was 1; the overall power consumption was 0.794 mW. In this run the power density over the cells is 374 nW/um2. The most common logic cells in the final layout are 32 x sky130_fd_sc_hd__dfxtp_1, 23 x sky130_fd_sc_hd__nand2_1, 17 x sky130_fd_sc_hd__a21oi_1, 14 x sky130_fd_sc_hd__nor3_1. The flip-flop count of the largest register, all copies and words added was 16. Number of DRC violations after detailed routing: 0. Multiplexer cells account for 0% of the synthesized area.

Number of warnings in the stage logs: 30. The kind of path behind the tightest hold check was reg -> reg. The run gives 32 for the total of flip-flops plus latches after synthesis.

The run gives 0.475 ns as the worst hold margin. By area, the combinational part of the netlist is dominated by simple AND/OR/NAND/NOR gates. At the worst endpoint, the arrival time is 2.87 ns. The chip occupies 6510 um2. Dividing the detail-routed wire length by the instance count gives 12.6 um.

Across the VDD grid, the largest voltage drop is 0.000216 V. The tools report the fraction of the yosys area taken by sequential cells as 34.5%. In the hold report, the worst path ends at data_r[2]. Endpoints failing hold in the final report were tallied at 0.

The clock passes through at most 2 buffers. On the reported timing paths, the clock transition at the registers reads 0.06 ns.
-- cell usage after synthesis (2+ instances only) --
cell                       number  area (um2)
sky130_fd_sc_hd__and3_1         8        50.1
sky130_fd_sc_hd__or4_4          2        22.5
sky130_fd_sc_hd__buf_6          2        22.5
sky130_fd_sc_hd__dfxtp_1       32         641
sky130_fd_sc_hd__nor3_1        14        70.1
sky130_fd_sc_hd__a22o_1         7        61.3
sky130_fd_sc_hd__nand3_1       10        50.1
sky130_fd_sc_hd__xnor2_1        3        26.3
sky130_fd_sc_hd__ha_1           8         100
sky130_fd_sc_hd__clkbuf_1       6        22.5
sky130_fd_sc_hd__inv_1          7        26.3
sky130_fd_sc_hd__nor4_1         4        25.0
sky130_fd_sc_hd__nand2b_1       6        37.5
sky130_fd_sc_hd__nand2_1       23        86.3
sky130_fd_sc_hd__a221o_1        2        20.0
sky130_fd_sc_hd__nand4b_1       2        17.5
sky130_fd_sc_hd__a21oi_1       17        85.1
sky130_fd_sc_hd__o21ai_0       11        55.1
sky130_fd_sc_hd__or4bb_1        2        22.5
sky130_fd_sc_hd__nand3b_1       3        22.5
sky130_fd_sc_hd__buf_2          2        10.0
sky130_fd_sc_hd__a211o_1        8        70.1
sky130_fd_sc_hd__a21o_1         2        15.0
sky130_fd_sc_hd__a21oi_2        2        17.5
sky130_fd_sc_hd__or3_1          6        37.5
sky130_fd_sc_hd__nand4_1        7        43.8
sky130_fd_sc_hd__and3_2         2        15.0
sky130_fd_sc_hd__nor2_1         9        33.8
-- stage by stage --
stage / worst slack, ns / utilization, % / cell area (um2) / cells
4_1_cts: 0.423 / 35.6 / 2120 / 313
2_1_floorplan: 0.595 / - / 1860 / 226
3_5_place_dp: 0.453 / 34.1 / 2030 / 305
5_1_grt: 0.218 / 35.6 / 2120 / 313
3_3_place_gp: 0.519 / 34.1 / 2030 / 305
6_report: 0.454 / 35.6 / 2120 / 313
-- critical path, delay by kind of cell (launching register included) --
kind / cells / cell delay, ns
and+or+nand+nor: 3 / 1.52
adders and majority gates: 1 / 0.15
DFF: 1 / 0.35
buffers and inverters: 1 / 0.11
AOI/OAI and AO/OA: 2 / 0.45
-- logic make-up after synthesis --
| logic type | after synthesis |
|---|---|
| AND/OR/NAND/NOR | 105 |
| AND-OR/OR-AND | 59 |
| flip-flops | 32 |
| buffers and inverters | 18 |
| adder cells (fa/ha/maj) | 8 |
| XOR/XNOR | 4 |
-- how the worst max path moves through the flow --
stage / end / slack [ns] / cells after the start
after CTS: clk_count_r[5] / 0.42 / 7
after global routing: clk_count_r[5] / 0.22 / 7
final: clk_count_r[5] / 0.45 / 7
-- where the power goes --
group          switching (mW)  internal, mW  leakage, nW
clock                   0.148         0.181       0.0455
sequential            0.00510         0.415        0.258
combinational          0.0289        0.0164        0.475
-- area by class of cell --
type / count / share of cell area [%]
Multi-Input combinational cell: 176 / 53.3
Sequential cell: 32 / 30.2
Timing Repair Buffer: 15 / 6.60
Tap cell: 75 / 4.42
Clock buffer: 8 / 4.25
Inverter: 7 / 1.24
-- routing by layer --
metal | up-vias | global-route usage (%) | wire [um]
met4 | 0 | 1.61 | 47
met5 | - | 0 | 0
met3 | 7 | 2.42 | 144
met2 | 25 | 21.6 | 1770
li1 | 864 | - | -
met1 | 776 | 18.6 | 1990
Power and IR drop assume default switching activity.
